==> ./design.v <==
module GSM_TS #(
    parameter WIDTH=18,
    parameter LENGTH=101,
    parameter OFFSET=2,
    parameter SUMLV1=51,
    parameter SUMLV2=13,  
    parameter SUMLV3=7,  
    parameter SUMLV4=4,
    parameter SUMLV5=2,
    parameter SUMLV6=1
)
(
    input sys_clk, sam_clk_en, reset,
    input signed [WIDTH-1:0] x_in,
    output reg signed [WIDTH-1:0] y
);
(* preserve *) reg signed [WIDTH-1:0] sum_lvl_1[SUMLV1-1:0];
(* preserve *) reg signed [WIDTH-1:0] sum_lvl_2[SUMLV3-1:0];
(* preserve *) reg signed [WIDTH-1:0] sum_lvl_3[SUMLV4-1:0];
(* preserve *) reg signed [WIDTH-1:0] sum_lvl_4[SUMLV5-1:0];
(* preserve *) reg signed [WIDTH-1:0] sum_lvl_5;
(* keep *) reg signed [2*WIDTH-1:0] mult_out[SUMLV2-1:0];
(* keep *) reg signed [WIDTH-1:0] mult_in[SUMLV2-1:0];
(* preserve *) reg signed [WIDTH-1:0] mult_coeff[SUMLV2-1:0];
(* preserve *) reg signed [WIDTH-1:0] x[(LENGTH-1):0];
(* keep *) reg signed [WIDTH-1:0] Hsys[(LENGTH-1)/2:0];
(* preserve *) reg [1:0] cnt;
integer i,j;
always @ (posedge sys_clk)
    if (reset)
        cnt<=2'd1;  
    else
        cnt<=cnt+2'd1;
always @ (posedge sys_clk)
    if (reset) 
        x[0]<=18'sd0;
    else if (sam_clk_en) begin
        x[0]<=$signed( {x_in[17],x_in[17:1]} );	 
    end
    else
        x[0]<=$signed(x[0]);
always @ (posedge sys_clk)
    if (reset) begin
        for(i=1; i<LENGTH; i=i+1)
            x[i]<=18'sd0;
    end
    else if (sam_clk_en) begin
        for(i=1; i<LENGTH; i=i+1)
            x[i]<=$signed(x[i-1]);
    end
    else begin
        for(i=1; i<LENGTH; i=i+1)
            x[i]<=$signed(x[i]);
    end
always @ (posedge sys_clk)
    if (reset) begin
		 for(i=0;i<SUMLV1-1;i=i+1)
			  sum_lvl_1[i] <= 18'sd0;
    end
    else if (sam_clk_en) begin
		 for(i=0;i<SUMLV1-1;i=i+1)
			  sum_lvl_1[i] <= $signed(x[i])+$signed(x[LENGTH-1-i]);
    end
always @ (posedge sys_clk)
    if (reset) 
			sum_lvl_1[SUMLV1-1] <= 18'sd0;
    else if (sam_clk_en) 
			sum_lvl_1[SUMLV1-1] <= $signed(x[SUMLV1-1]);
    else 
			sum_lvl_1[SUMLV1-1] <= $signed(sum_lvl_1[SUMLV1-1]);
always @ *
    for (i=0;i<SUMLV2-1;i=i+1) begin
        case (cnt)
            2'd0    :   mult_in[i]=$signed(sum_lvl_1[4*i]); 
            2'd1    :   mult_in[i]=$signed(sum_lvl_1[4*i+1]); 
            2'd2    :   mult_in[i]=$signed(sum_lvl_1[4*i+2]); 
            default    :   mult_in[i]=$signed(sum_lvl_1[4*i+3]); 
        endcase
    end
always @ *
	begin
	case (cnt)
	    2'd0    :   mult_in[SUMLV2-1]=$signed(sum_lvl_1[48]); 
	    2'd1    :   mult_in[SUMLV2-1]=$signed(sum_lvl_1[49]); 
	    2'd2    :   mult_in[SUMLV2-1]=$signed(sum_lvl_1[50]); 
	    default    :   mult_in[SUMLV2-1]=18'sd0; 
	endcase
    end
always @ *
    for (i=0;i<SUMLV2-1;i=i+1) begin
        case (cnt)
            2'd0    :   mult_coeff[i]=$signed(Hsys[4*i]); 
            2'd1    :   mult_coeff[i]=$signed(Hsys[4*i+1]); 
            2'd2    :   mult_coeff[i]=$signed(Hsys[4*i+2]); 
            default    :   mult_coeff[i]=$signed(Hsys[4*i+3]); 
        endcase
    end
always @ *
	begin
        case (cnt)
            2'd0    :   mult_coeff[SUMLV2-1]=$signed(Hsys[48]); 
            2'd1    :   mult_coeff[SUMLV2-1]=$signed(Hsys[49]); 
            2'd2    :   mult_coeff[SUMLV2-1]=$signed(Hsys[50]); 
            default    :   mult_coeff[SUMLV2-1]=18'sd0; 
        endcase
    end
always @ *
    for (i=0; i<SUMLV2; i=i+1) 
        mult_out[i]=$signed(mult_coeff[i])*$signed(mult_in[i]);
always @ (posedge sys_clk)
    if (reset) begin
        for (i=0; i<SUMLV3-1; i=i+1)
            sum_lvl_2[i]<=18'sd0;
    end
    else begin
        for (i=0; i<SUMLV3-1; i=i+1)
            sum_lvl_2[i]<=$signed(mult_out[2*i][34:17])+$signed(mult_out[2*i+1][34:17]);
    end
always @ (posedge sys_clk)
    if (reset)
        sum_lvl_2[SUMLV3-1]<=18'sd0;
    else
        sum_lvl_2[SUMLV3-1]<=$signed(mult_out[SUMLV2-1][34:17]);
always @ (posedge sys_clk)
    if (reset) begin
        for (i=0; i<SUMLV4-1; i=i+1)
            sum_lvl_3[i]<=18'sd0;
    end
    else begin
        for (i=0; i<SUMLV4-1; i=i+1)
            sum_lvl_3[i]<=$signed(sum_lvl_2[2*i])+$signed(sum_lvl_2[2*i+1]);
    end
always @ (posedge sys_clk)
    if (reset) 
        sum_lvl_3[SUMLV4-1] <= 18'sd0;
    else 
        sum_lvl_3[SUMLV4-1]<=$signed(sum_lvl_2[SUMLV3-1]);
always @ (posedge sys_clk)
    if (reset) begin
        for (i=0; i<SUMLV5; i=i+1)
            sum_lvl_4[i]<=18'sd0;
    end
    else begin
        for (i=0; i<SUMLV5; i=i+1)
            sum_lvl_4[i]<=$signed(sum_lvl_3[2*i])+$signed(sum_lvl_3[2*i+1]);
    end
always @ *
    if (reset) 
        sum_lvl_5 = 18'sd0;
    else 
        sum_lvl_5 = $signed(sum_lvl_4[0])+$signed(sum_lvl_4[1]);
(* keep *) reg [1:0] det_edge;
(* keep *) wire sig_edge;
(* preserve *) reg signed [WIDTH-1:0] acc_out;
initial begin
    acc_out = 18'sd0;
    det_edge = 2'd0;
end
always @ (posedge sys_clk)
    if (reset) det_edge <= 2'd0;
    else det_edge <= {det_edge[0], (cnt==2'b10)};	 
assign sig_edge = (det_edge == 2'b01);
always @ (posedge sys_clk)
    if (reset || sam_clk_en) 
        acc_out <= $signed(sum_lvl_5);
    else 
        acc_out <= acc_out + $signed(sum_lvl_5);
always @ (posedge sys_clk)
    if (reset) 
		  y<= 18'sd0;
    else if (sam_clk_en) begin
        y<=$signed(acc_out);
    end
	else
        y<=$signed(y);
initial begin
	Hsys[0] = 18'sd73;
	Hsys[1] = -18'sd7;
	Hsys[2] = -18'sd89;
	Hsys[3] = -18'sd99;
	Hsys[4] = -18'sd22;
	Hsys[5] = 18'sd87;
	Hsys[6] = 18'sd137;
	Hsys[7] = 18'sd76;
	Hsys[8] = -18'sd60;
	Hsys[9] = -18'sd167;
	Hsys[10] = -18'sd153;
	Hsys[11] = -18'sd12;
	Hsys[12] = 18'sd156;
	Hsys[13] = 18'sd219;
	Hsys[14] = 18'sd116;
	Hsys[15] = -18'sd87;
	Hsys[16] = -18'sd235;
	Hsys[17] = -18'sd205;
	Hsys[18] = -18'sd9;
	Hsys[19] = 18'sd201;
	Hsys[20] = 18'sd251;
	Hsys[21] = 18'sd84;
	Hsys[22] = -18'sd173;
	Hsys[23] = -18'sd297;
	Hsys[24] = -18'sd149;
	Hsys[25] = 18'sd184;
	Hsys[26] = 18'sd426;
	Hsys[27] = 18'sd320;
	Hsys[28] = -18'sd141;
	Hsys[29] = -18'sd639;
	Hsys[30] = -18'sd731;
	Hsys[31] = -18'sd198;
	Hsys[32] = 18'sd705;
	Hsys[33] = 18'sd1329;
	Hsys[34] = 18'sd1057;
	Hsys[35] = -18'sd178;
	Hsys[36] = -18'sd1686;
	Hsys[37] = -18'sd2348;
	Hsys[38] = -18'sd1369;
	Hsys[39] = 18'sd1014;
	Hsys[40] = 18'sd3408;
	Hsys[41] = 18'sd3971;
	Hsys[42] = 18'sd1626;
	Hsys[43] = -18'sd2912;
	Hsys[44] = -18'sd7056;
	Hsys[45] = -18'sd7450;
	Hsys[46] = -18'sd1796;
	Hsys[47] = 18'sd9590;
	Hsys[48] = 18'sd23440;
	Hsys[49] = 18'sd34770;
	Hsys[50] = 18'sd39137;
end
endmodule 
==> ./run.sh <==
#!/bin/bash
# OpenROAD 26Q1-2900-gdf79404cd8, Yosys 0.63+post, stock flow scripts
make -C /OpenROAD-flow-scripts/flow DESIGN_CONFIG=/design/flow/config.mk WORK_HOME=/design/flow/orfs finish
==> ./config.mk <==
export PLATFORM = sky130hd
export DESIGN_NAME = GSM_TS
export DESIGN_NICKNAME = GSM_TS
export VERILOG_FILES = /design/flow/design.v
export SDC_FILE = /design/flow/constraint.sdc
export NUM_CORES = 4
export LEC_CHECK = 1
export CORE_UTILIZATION = 30
==> ./constraint.sdc <==
current_design GSM_TS

set clk_period 199.2
set clk_io_pct 0.2

create_clock -name clk0 -period $clk_period [get_ports {sys_clk}]

set non_clock_inputs [all_inputs -no_clocks]
set_input_delay [expr $clk_period * $clk_io_pct] -clock clk0 $non_clock_inputs
set_output_delay [expr $clk_period * $clk_io_pct] -clock clk0 [all_outputs]
==> Slide: Implementation Results <==
Key Metrics from the Run

Drt
  • Via Count: 179000
  • Antenna-violating nets left: 0
  • Avg WL per Cell: 16.7 um
  • Routed WL: 639000 um
  • DRC violations left: 0
  • First-pass DRT Iterations: 8
  • Vias per std cell: 4.68
  • First DRT Iteration DRCs: 10100

Synthesis
  • Synth Area per Inst: 9.04 um^2
  • Mapped cell area: 248000 um^2
  • Yosys warning tally: 9
  • Syn Inst Count: 27400

Die
  • Die span in x: 911 um
  • Core Region: 822000 um^2
  • FP Util: 30.1%
  • IO Pins: 39
  • Row count: 333
  • Die H: 911 um
  • Die area: 829000 um^2

Timing
  • RSZ-0062 raised after global routing: false
  • Post-layout period usage: 22.8%
  • Max_slew headroom: 31.4%
  • Setup Total Neg Slack: 0 ps
  • Worst Max-Slew Pin Slew: 1020 ps
  • Max Clk Rate: 22.1 MHz
  • Final Hold Violating Endpoints: 0
  • Final setup violation count: 0
  • Period minus WS final: 45350 ps
  • Pins Over Slew Limit: 0
  • Clock Skew: 50.7 ps

Critical path
  • Endpoint class of the critical path: register
  • CP max stage delay: 760 ps
  • Critical path's most frequent cell: buf_4
  • Crit path DAT: 46250 ps
  • Reg2Reg Setup Slack: 186870 ps
  • CP cell instances: buf_16 > buf_4 > buf_4 > buf_12 > buf_12 > buf_12 > buf_4 > buf_4 > buf_4 > nand3b_1 > a21oi_1
  • CP max stage cell: buf_4
  • Critical Path Source Type: input port
  • Crit path max fanout: 100
  • WP data required: 200100 ps
  • Critical path type: in2reg

Final layout
  • Layout cell share with drive strength beyond 1: 3.68%
  • Fillcell total: 82900
  • Comb area: 170000 um^2
  • Fin util: 33.0%
  • P&R area growth vs syn: 9.62%
  • FF+latch area: 57800 um^2

Run
  • Maxcap violations: 0
  • Log Warnings: 154

Pwr
  • Leak Pwr: 0.133 uW
  • PD cells: 6.43 nW/um^2
  • Pwr Total: 1750 uW
  • Maximum VDD drop: 0.00000891 V

Placement
  • Post-DP HPWL: 503000 um
  • GPL Wtd Cong: 0.928
  • Port Buf Inserts: 37

Clock tree
  • Root buf cell: clkbuf_16
  • Cts repair resizes: 0
  • Clock Pin Slew Worst Setup and Hold Paths: 60 ps
  • Clk sink count: 2889
  • CTS tree: done
  • H-tree levels: 5
  • Clock Path Buffers: 4
  • CTS Buf Count: 328
  • Hold buffers post-CTS: 0
  • Setup bufs post-CTS: 0
  • Clock latency (worst-skew pair): 990 ps

Global route
  • Pin count of the biggest net entering global routing: 151
  • Initial antenna violation count: 15
  • Overall routing resource usage: 16.0%
  • Global route overflow: 0
  • Vias in the first global route: 182000
  • First-pass GRT wire length: 1020000 um

Outcome
  • Status: finished clean

Min path
  • Hold crit path type: reg2reg
==> worst max-delay path, delay by kind of cell <==
| family | cells | cell delay, ps |
|---|---|---|
| AND-OR/OR-AND | 1 | 180 |
| AND/OR/NAND/NOR | 1 | 220 |
| buffers and inverters | 9 | 5350 |
==> layer usage <==
layer  vias up  global-route usage (%)  wire length, um
li1      88200                       -                -
met1     85800                    22.7           287000
met2      3959                    25.0           285000
met3       740                    4.86            49600
met4         6                    3.38            17000
met5         -                  0.0402               32
==> registers in the layout (all words and copies together), names as in the netlist <==
signal and cells:
y 18, sum_lvl_4 36, sum_lvl_2 126, sum_lvl_1 917, acc_out 18, sum_lvl_3 72
cnt 2, x 1700
==> cell usage in the layout (no fill, tap or decap), types with 121 or more instances in the layout <==
master and n:
nand2_1 1787, nor3_1 320, a21o_1 321, o21ai_1 143
buf_4 222, nor2_1 3799, nor2b_1 228, nand3_1 298
a211oi_1 179, ha_1 2297, xor2_1 360, and2_1 299
o21ai_0 738, inv_1 4430, clkbuf_16 329, mux2i_1 1935
fa_1 2872, a22oi_1 121, xnor2_1 478, a21oi_1 1005
nand2b_1 179, dfxtp_1 2889
==> report_power, final <==
group	internal, uW	switching, uW	total (uW)
combinational	192	318	510
sequential	594	14.5	608
clock	365	264	629
==> cell type report <==
class | count | share of cell area (%)
clock inverters | 143 | 0.683
flip-flops and latches | 2889 | 21.3
multi-input cells | 19100 | 62.5
clock buffers | 455 | 3.45
diodes | 4 | 0.00369
inverters | 4437 | 6.15
repair buffers | 279 | 0.911
well taps | 10900 | 5.02
==> worst paths after layout <==
check / from / depth (start not counted) / to
worst max-delay path: sam_clk_en / 11 / sum_lvl_1[3][4]
worst min register to register: sum_lvl_2[6][17] / 1 / sum_lvl_3[3][17]
worst max register to register: cnt[1] / 40 / sum_lvl_2[1][14]
worst min-delay path: sum_lvl_2[6][17] / 1 / sum_lvl_3[3][17]
==> stage by stage <==
step,cell area [um^2],hold slack (ps),std cells,worst slack (ps)
after floorplan,248000,407,27400,155930
after global placement,260000,429,37600,152990
after detailed placement,260000,424,37600,152930
after CTS,272000,436,38200,154000
after global routing,272000,449,38200,153580
final,272000,431,38200,153850
Power is estimated from default activity; no workload was simulated.
