<file path="./design.v">
module TX_filt_MF (
          input clk, reset,
		   input signed [17:0] x_in,
		   output reg signed [17:0] y   );
integer i,j;	
reg signed [17:0]	b[7:0][10:0];	
reg signed [17:0]	x[20:0];	
(* noprune *) reg signed [17:0] mult_out[10:0];
(* noprune *) reg signed [17:0] sum_level_1[10:0];
(* noprune *) reg signed [17:0] sum_level_2[5:0];
(* noprune *) reg signed [17:0] sum_level_3[2:0];
(* noprune *) reg signed [17:0] sum_level_4, tol;
initial begin
    tol = 18'sd5;
end
always @ *   
    if (reset) begin
			x[0] = 18'sd0;
    end
    else begin
	    x[0] = $signed( {x_in[17], x_in[17:1]} ); 
    end
always @ (posedge clk)
    if (reset) begin
        for(i=1; i<21;i=i+1)
            x[i] <= 18'sd0;
    end
    else begin
        for(i=1; i<21;i=i+1)
            x[i] <= $signed( x[i-1] ); 
    end
always @ *
    if (reset) begin
		 for(i=0;i<=9;i=i+1)
			  sum_level_1[i] = 18'sd0;
    end
    else begin
		 for(i=0;i<=9;i=i+1)
			  sum_level_1[i] = $signed(x[i])+$signed(x[20-i]);
    end
always @ *
    if (reset) sum_level_1[10] = 18'sd0;
	else sum_level_1[10] = $signed(x[10]);
always @ *
    if (reset) begin
		 for(i=0;i<=10; i=i+1)
			  mult_out[i] = 18'sd0;
    end
    else begin
        for(i=0; i<=10; i=i+1)
            if( i<10 ) 
                if( sum_level_1[i] == 18'sd65535 ) mult_out[i] = b[7][i];
                else if ( ( sum_level_1[i]>(-18'sd131072-tol) ) && ( sum_level_1[i]<(-18'sd131072+tol) ) ) mult_out[i] = b[0][i];
                else if ( ( sum_level_1[i]>(-18'sd87381-tol) ) && ( sum_level_1[i]<(-18'sd87381+tol) ) ) mult_out[i] = b[1][i];
                else if ( ( sum_level_1[i]>(-18'sd43690-tol) ) && ( sum_level_1[i]<(-18'sd43690+tol) ) ) mult_out[i] = b[2][i];
                else if ( ( sum_level_1[i]>(18'sd0-tol) ) && ( sum_level_1[i]<(18'sd0+tol) ) ) mult_out[i] = b[3][i];
                else if ( ( sum_level_1[i]>(18'sd43690-tol) ) && ( sum_level_1[i]<(18'sd43690+tol) ) ) mult_out[i] = b[4][i];
                else if ( ( sum_level_1[i]>(18'sd87381-tol) ) && ( sum_level_1[i]<(18'sd87381+tol) ) ) mult_out[i] = b[5][i];
                else if ( ( sum_level_1[i]>(18'sd131072-tol) ) && ( sum_level_1[i]<(18'sd131072+tol) ) ) mult_out[i] = b[6][i];
                else mult_out[i] = 18'sd0;
            else
                if( sum_level_1[i] == 18'sd65535 ) mult_out[i] = b[7][i];
                else if ( ( sum_level_1[i]>(-18'sd65536-tol) ) && ( sum_level_1[i]<(-18'sd65536+tol) ) ) mult_out[i] = b[0][i];
                else if ( ( sum_level_1[i]>(-18'sd21485-tol) ) && ( sum_level_1[i]<(-18'sd21485+tol) ) ) mult_out[i] = b[2][i];
                else if ( ( sum_level_1[i]>(18'sd21485-tol) ) && ( sum_level_1[i]<(18'sd21485+tol) ) ) mult_out[i] = b[4][i];
                else if ( ( sum_level_1[i]>(18'sd65536-tol) ) && ( sum_level_1[i]<(18'sd65536+tol) ) ) mult_out[i] = b[6][i];
                else mult_out[i] = 18'sd0;
    end
always @ *
    if (reset) begin
		 for(i=0;i<=4;i=i+1)
			  sum_level_2[i] = 18'sd0;
    end
    else begin
		 for(i=0;i<=4;i=i+1)
			  sum_level_2[i] = $signed( mult_out[2*i] ) + $signed( mult_out[2*i+1] );
    end
always @ *
    if (reset) sum_level_2[5] = 18'sd0;
	else sum_level_2[5] = $signed(mult_out[10]);
always @ *
    if (reset) begin
		 for(i=0;i<=2;i=i+1)
			  sum_level_3[i] = 18'sd0;
    end
    else begin
		 for(i=0;i<=2;i=i+1)
			  sum_level_3[i] = $signed(sum_level_2[2*i]) + $signed(sum_level_2[2*i+1]);
    end
always @ *
    if (reset) sum_level_4 = 18'sd0;
	 else sum_level_4 = $signed(sum_level_3[0]) + $signed(sum_level_3[1]) + $signed(sum_level_3[2]);
always @ (posedge clk)
    if (reset) y <= 18'sd0;
	else y <= $signed(sum_level_4);
initial
   begin
	b[0][0] = -18'sd134;
	b[1][0] = -18'sd89;
	b[2][0] = -18'sd45;
	b[3][0] = 18'sd0;
	b[4][0] = 18'sd45;
	b[5][0] = 18'sd89;
	b[6][0] = 18'sd134;
	b[7][0] = 18'sd67;
	b[0][1] = -18'sd2522;
	b[1][1] = -18'sd1681;
	b[2][1] = -18'sd841;
	b[3][1] = 18'sd0;
	b[4][1] = 18'sd841;
	b[5][1] = 18'sd1681;
	b[6][1] = 18'sd2522;
	b[7][1] = 18'sd1261;
	b[0][2] = -18'sd3586;
	b[1][2] = -18'sd2391;
	b[2][2] = -18'sd1195;
	b[3][2] = 18'sd0;
	b[4][2] = 18'sd1195;
	b[5][2] = 18'sd2391;
	b[6][2] = 18'sd3586;
	b[7][2] = 18'sd1793;
	b[0][3] = 18'sd162;
	b[1][3] = 18'sd108;
	b[2][3] = 18'sd54;
	b[3][3] = 18'sd0;
	b[4][3] = -18'sd54;
	b[5][3] = -18'sd108;
	b[6][3] = -18'sd162;
	b[7][3] = -18'sd81;
	b[0][4] = 18'sd8622;
	b[1][4] = 18'sd5748;
	b[2][4] = 18'sd2874;
	b[3][4] = 18'sd0;
	b[4][4] = -18'sd2874;
	b[5][4] = -18'sd5748;
	b[6][4] = -18'sd8622;
	b[7][4] = -18'sd4311;
	b[0][5] = 18'sd15048;
	b[1][5] = 18'sd10032;
	b[2][5] = 18'sd5016;
	b[3][5] = 18'sd0;
	b[4][5] = -18'sd5016;
	b[5][5] = -18'sd10032;
	b[6][5] = -18'sd15048;
	b[7][5] = -18'sd7524;
	b[0][6] = 18'sd8652;
	b[1][6] = 18'sd5768;
	b[2][6] = 18'sd2884;
	b[3][6] = 18'sd0;
	b[4][6] = -18'sd2884;
	b[5][6] = -18'sd5768;
	b[6][6] = -18'sd8652;
	b[7][6] = -18'sd4326;
	b[0][7] = -18'sd17192;
	b[1][7] = -18'sd11461;
	b[2][7] = -18'sd5731;
	b[3][7] = 18'sd0;
	b[4][7] = 18'sd5731;
	b[5][7] = 18'sd11461;
	b[6][7] = 18'sd17192;
	b[7][7] = 18'sd8596;
	b[0][8] = -18'sd57198;
	b[1][8] = -18'sd38132;
	b[2][8] = -18'sd19066;
	b[3][8] = 18'sd0;
	b[4][8] = 18'sd19066;
	b[5][8] = 18'sd38132;
	b[6][8] = 18'sd57198;
	b[7][8] = 18'sd28599;
	b[0][9] = -18'sd94305;
	b[1][9] = -18'sd62870;
	b[2][9] = -18'sd31435;
	b[3][9] = 18'sd0;
	b[4][9] = 18'sd31435;
	b[5][9] = 18'sd62870;
	b[6][9] = 18'sd94305;
	b[7][9] = 18'sd47153;
	b[0][10] = -18'sd109441;
	b[1][10] = -18'sd72961;
	b[2][10] = -18'sd36480;
	b[3][10] = 18'sd0;
	b[4][10] = 18'sd36480;
	b[5][10] = 18'sd72961;
	b[6][10] = 18'sd109441;
	b[7][10] = 18'sd54721;
   end
endmodule
</file>
<file path="./run.sh">
#!/bin/bash
# OpenROAD 26Q1-2900-gdf79404cd8, Yosys 0.63+post, stock flow scripts
make -C /OpenROAD-flow-scripts/flow DESIGN_CONFIG=/design/flow/config.mk WORK_HOME=/design/flow/orfs finish
</file>
<file path="./constraint.sdc">
current_design TX_filt_MF

set clk_period 29.1
set clk_io_pct 0.2

create_clock -name clk0 -period $clk_period [get_ports {clk}]

set non_clock_inputs [all_inputs -no_clocks]
set_input_delay [expr $clk_period * $clk_io_pct] -clock clk0 $non_clock_inputs
set_output_delay [expr $clk_period * $clk_io_pct] -clock clk0 [all_outputs]
</file>
<file path="./config.mk">
export PLATFORM = sky130hd
export DESIGN_NAME = TX_filt_MF
export DESIGN_NICKNAME = TX_filt_MF
export VERILOG_FILES = /design/flow/design.v
export SDC_FILE = /design/flow/constraint.sdc
export NUM_CORES = 4
export LEC_CHECK = 1
export CORE_UTILIZATION = 50
</file>
==> run_results.csv <==
group,metric,value,unit
outcome,status,"complete, no violations",
setup_path,end_kind,"flip-flop",
setup_path,path_max_fanout,82,
power_and_ir_drop,powerDensity,35.7,nW/um2
setup_path,cp.arrival,16.98,ns
setup_path,crit_family,"AND-OR/OR-AND gates",
routing,first_pass_iters,6,
routing,dr_total_vias,23019,
power_and_ir_drop,vdd_drop_max,0.0000464,V
power_and_ir_drop,combPwrFrac,0.046,
power_and_ir_drop,p_int,820,uW
power_and_ir_drop,p_switching,247,uW
routing,via_per_inst,5.59,
finish,drive_gt1_frac,0.0526,
synth,synth.avg_cell_area,8.13,um2
synth,async_flop_share,0,
power_and_ir_drop,p_seq_frac,0.466,
setup_path,path_common_cell,"o21ai_0",
finish,area_growth,8.92,%
timing,final_hold_viol_count,0,
setup_path,cp_slowest_stage_delay,0.82,ns
synth,netlist.area_leader.share,0.261,
synth,top_area_cell,"dfxtp_1",
synth,synthTopCellsByArea,"dfxtp_1, ha_1, nor2b_1",
power_and_ir_drop,p_clk_frac,0.488,
synth,ys_seq_share,0.261,
clock_tree,cts_buffers,43,
clock_tree,clk_path_buf_depth,3,
setup_path,path_class,"in2reg",
clock_tree,post_cts_resized,0,
synth,ys.warnings.count,6,
synth,numSynthFlops,358,
worst_hold_path,hp-class,"reg2reg",
routing,finalWirelength,71100,um
synth,yosysUniqueCellTypes,81,
floorplan,die_y,236,um
synth,synth-edff-count,0,
clock_tree,ctsHoldBuffers,0,
synth,yosys_most_used_dff,"dfxtp_1",
synth,ys_area,27500,um2
timing,tns,0,ns
place,place_congestion,0.938,
timing,finalSetupViolations,0,
timing,maxSlewHeadroom,0.390,
setup_path,cp-start-kind,"input port",
floorplan,io_pins,38,
routing,routedWlPerCell,17.3,um
power_and_ir_drop,p_sw_frac,0.232,
routing,drtIter0Drc,1243,
clock_tree,cts_setup_buffers,0,
routing,drc,0,
power_and_ir_drop,leakagePower,0.0140,uW
setup_path,critical_path.slowest_cell,"a2111oi_0",
global_routing,grt_first_pass_wirelength,114000,um
clock_tree,htreeDepth,2,
setup_path,worst_ep_required_time,29.63,ns
timing,rsz0062_at_grt,"no",
floorplan,core-area,54000,um2
synth,top_cells_by_count,"nor2b_1, dfxtp_1, ha_1",
setup_path,path_buffers,5,
floorplan,die_w,236,um
place,hpwl,56000,um
synth,synth_cells,3382,
floorplan,fp_util,0.509,
floorplan,chipArea,55900,um2
power_and_ir_drop,finalPower,1070,uW
clock_tree,clk_pin_slew,0.06,ns
synth,yosysCellCount,3382,
synth,syn_area,27500,um2
timing,worst_pin_slew,0.891,ns
global_routing,antenna_found_initial,2,
timing,max_freq,0.0608,GHz
global_routing,grt_max_degree,148,
clock_tree,worstSkewPairLatency,0.59,ns
timing,drv_slew,0,
job,warnings,32,
clock_tree,cts_sinks,358,
floorplan,rows,85,
timing,clock_skew,0.0353,ns
synth,top_cell,"nor2b_1",
global_routing,grtUsageTotal,0.261,
job,drv_cap,0,
timing,fin_crit,16.45,ns
global_routing,grt_pass1_vias,21414,
clock_tree,cts_tree,"built",
place,numPortBuffers,36,
routing,drtAntennaViolNets,0,
timing,period_used_share,0.565,
global_routing,grt-ovfl-total,0,
clock_tree,cts-root-buf,"clkbuf_16",
## routing by layer
| metal | wire length, um | GRT usage |
|---|---|---|
| met5 | 0 | 0 |
| met2 | 30900 | 0.392 |
| met1 | 36000 | 0.414 |
| met3 | 2960 | 0.0346 |
| met4 | 1270 | 0.0425 |
## flip-flops by register name, summed over array words and instances, names as in the netlist
name,flops
x,340
y,18
## layout by cell type (no fill, tap or decap), types with 11 or more instances in the layout
| cell type | count |
|---|---|
| clkbuf_16 | 44 |
| nor2_1 | 267 |
| o21bai_1 | 63 |
| fa_1 | 36 |
| a21oi_1 | 245 |
| nand2_1 | 234 |
| nor2b_1 | 415 |
| o211ai_1 | 18 |
| nor4_1 | 29 |
| nor4b_1 | 11 |
| xnor2_1 | 163 |
| or2_2 | 48 |
| a2111oi_0 | 14 |
| or3_1 | 40 |
| ha_1 | 308 |
| xor2_1 | 73 |
| o31ai_1 | 13 |
| dfxtp_1 | 358 |
| nor3b_1 | 12 |
| o21a_1 | 27 |
| a21o_1 | 83 |
| and3_1 | 36 |
| or4_1 | 14 |
| and4_1 | 13 |
| o21ai_0 | 129 |
| a211oi_1 | 25 |
| and2_1 | 23 |
| nand3_1 | 73 |
| nand4_1 | 31 |
| clkdlybuf4s50_1 | 35 |
| inv_1 | 173 |
| a31oi_1 | 34 |
| nand2b_1 | 39 |
| nor3_1 | 77 |
| buf_4 | 21 |
## layout make-up
class	instances	area (um2)
Tap cell	696	871
Sequential cell	358	7170
Clock inverter	16	160
Fill cell	4901	24100
Multi-Input combinational cell	2759	19300
Timing Repair Buffer	59	563
Clock buffer	54	1210
Inverter	174	654
Antenna cell	1	2.50
## metrics by stage
stage                     area, um2  std cells  setup slack (ns)  utilization  hold slack [ns]
after floorplan               27500       3382             11.63            -            0.428
after CTS                     29900       4116             12.67        0.554            0.460
after detailed placement      28600       4046             12.10        0.529            0.461
after global placement        28600       4046             12.17        0.529            0.460
after global routing          29900       4116             11.50        0.554            0.479
final                         29900       4117             12.65        0.554            0.463
## power groups by stage
stage | Combinational, uW | Sequential, uW | Clock [uW]
CTS | 49.1 | 497 | 535
global route | 54.4 | 498 | 553
finish | 49.0 | 498 | 521
## cells by family (layout without fill, tap and decap cells)
logic type / after synthesis / after routing / synth area share
buffers and inverters: 265 / 303 / 0.0367
and+or+nand+nor: 1399 / 1399 / 0.273
muxes: 16 / 16 / 0.00610
xor gates and xnor gates: 239 / 239 / 0.0774
other: 0 / 1 / 0
AOI/OAI and AO/OA: 761 / 761 / 0.179
DFF: 358 / 358 / 0.261
adders and majority gates: 344 / 344 / 0.166
## path summary, 6_finish.rpt
path	startpoint	to	slack, ns	cells past startpoint
worst min register to register	x[15][6]	x[16][6]	0.46	1
worst max register to register	x[20][1]	y[17]	18.44	46
worst max-delay path	reset	y[17]	12.65	48
worst min-delay path	x[15][6]	x[16][6]	0.46	1
Power and IR drop assume default switching activity.
